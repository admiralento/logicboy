[flow/config.mk]
export PLATFORM = sky130hd
export DESIGN_NAME = ReadOnlyMemory
export DESIGN_NICKNAME = ReadOnlyMemory
export VERILOG_FILES = /design/flow/design.v
export SDC_FILE = /design/flow/constraint.sdc
export NUM_CORES = 4
export LEC_CHECK = 1
export CORE_AREA = 10 10 70 70
export DIE_AREA = 0 0 80 80
[flow/constraint.sdc]
current_design ReadOnlyMemory

set clk_period 1.5
set clk_io_pct 0.2

create_clock -name clk0 -period $clk_period [get_ports {clk}]

set non_clock_inputs [all_inputs -no_clocks]
set_input_delay [expr $clk_period * $clk_io_pct] -clock clk0 $non_clock_inputs
set_output_delay [expr $clk_period * $clk_io_pct] -clock clk0 [all_outputs]
[flow/design.v]
`default_nettype none
module ReadOnlyMemory #(parameter ROM_START_ADDRESS = 0) (
        input wire logic            clk,
        input wire logic            reset,
        input wire logic    [7:0]   rd_addr,
        output logic        [7:0]   rd_data
    );
    localparam          LDA = 5'b00110;    
    localparam          LDB = 5'b00111;    
    localparam          LDC = 5'b01000;    
    localparam          LDD = 5'b01001;    
    localparam          LDV = 5'b01010;     
    localparam          LDM = 5'b01011;     
    localparam          WMLR = 5'b01100;    
    localparam          WMLV = 5'b01101;    
    localparam          WMLM = 5'b01110;    
    localparam          JPV = 5'b01111;     
    localparam          JPM = 5'b10000;     
    localparam          JPVZ = 5'b10001;    
    localparam          JPMZ = 5'b10010;    
    localparam          ADD = 5'b00001;     
    localparam          SUB = 5'b00010;     
    localparam          INC = 5'b00011;     
    localparam          DEC = 5'b00100;     
    localparam          SET = 5'b00101;     
    localparam          RST = 5'b10011;     
    localparam          NOP = 5'b00000;     
    localparam          HALT = 5'b11111;    
    localparam          RET = 5'b10100;
    logic               [7:0]   rom [16];
    logic               [7:0]   rd_addrReg [2];
    logic               [15:0]  indexAdjustedReadAddress;
    assign rom[0] = {LDV, 3'b000};
    assign rom[1] = 8'hFF;
    assign rom[2] = {JPV, 3'b100};
    assign rom[3] = 8'h00;
    assign rom[4] = 8'h08;
    assign rom[5] = {HALT, 3'b000};
    assign rom[6] = 8'h00;
    assign rom[7] = 8'h00;
    assign rom[8] = {DEC, 3'b000};
    assign rom[9] = {JPVZ, 3'b000};
    assign rom[10] = 8'h00;
    assign rom[11] = 8'h0F;
    assign rom[12] = {JPV, 3'b100};
    assign rom[13] = 8'h00;
    assign rom[14] = 8'h08;
    assign rom[15] = {RET, 3'b000};
    assign indexAdjustedReadAddress = {rd_addrReg[1],rd_addrReg[0]} - ROM_START_ADDRESS;
    assign rd_data = rom[indexAdjustedReadAddress];
    always_ff @(posedge clk) begin
        if (reset) begin
            rd_addrReg[0] <= 0;
            rd_addrReg[1] <= 0;
        end else begin
            rd_addrReg[0] <= rd_addr;
            rd_addrReg[1] <= rd_addrReg[0];
        end
    end
endmodule
[flow/run.sh]
#!/bin/bash
# OpenROAD 26Q1-2900-gdf79404cd8, Yosys 0.63+post, stock flow scripts
make -C /OpenROAD-flow-scripts/flow DESIGN_CONFIG=/design/flow/config.mk WORK_HOME=/design/flow/orfs finish
==> metrics.csv <==
metric,value,unit
outcome,finished with violations,
violated checks,setup timing,
DRT antenna net count,0,
H-tree depth,1,
final core occ,0.169,
largest net degree at the start of global routing,7,
Worst-path clk slew,40,ps
initial antenna violation count,0,
unrepaired setup endpoints after global routing,yes,
dominant logic cell type in the layout,buf_4,
core area,0.00342,mm2
Synth Area per Inst,8.30,um2
via count,305,
final std cells w/o fill,103,
Final Wtd Congestion,0.705,
DP Worst Slack,-277,ps
Final WS setup,-151,ps
final number of hold-violating endpoints,0,
CTS tree,done,
Vias/cell,2.96,
port bufs,13,
Total GRT Usage,0.0273,
Lkg Pwr,0.000253,uW
Die W,80,um
# Cells Yosys,30,
DIE HEIGHT,80,um
synthesis-stage register bit count,4,
Setup crit start kind,flop,
Post-Synthesis Cells,30,
Slew @ Worst Pin,204,ps
Largest register FFs,4,
chip area,0.00640,mm2
layout cells sized above 1,0.684,
Core Rows,21,
Netlist cell types,16,
Ports,18,
Log Warnings,31,
DR DRC count,0,
most frequent cells in the layout,"buf_4 (10), buf_2 (8), nor2b_1 (5), clkdlybuf4s50_1 (5)",
YS warnings,3,
antenna cells,0,
fmax,0.606,GHz
DRT Wirelength,847,um
drt pass-1 iters,2,
Synth Seq Share,0.322,
final setup vio count,5,
final worst-path cycle share,1.10,
Placed Cells incl. Taps,97,
clock sinks,4,
CP Class,reg -> out,
total gr overflow,0,
max cap viols,0,
VDD IR max,0.442,mV
root buf cell,clkbuf_4,
worst-case clock buffer depth,2,
DP Area,497,um2
CP endpoint kind,output port,
vias in the first global route,349,
hold_buf cts,0,
post-synthesis cell area,249,um2
PwrDens,624,mW/mm2
crit path DRT,1200,ps
Critical Path Fanout Max,3,
fin crit period,1650,ps
design area,578,um2
Hold Crit Class,in -> reg,
Detailed Route Iter0 Violations,9,
Rel. slew slack,0.864,
synthesis-to-layout area growth,132,%
WL per Instance,8.22,um
chip area in the Yosys report,249,um2
Slew Limit Fails,0,
Core Density at Floorplan,0.0729,
total CTS buffers,3,
first-pass GRT wire length,1440,um
Crit path arrival time,1350,ps
-- metrics by stage --
step | TNS, ps | power [uW] | hold WS, ps
6_report | -653 | 360 | 623
5_1_grt | -1100 | 390 | 626
4_1_cts | -831 | 367 | 616
3_5_place_dp | -1760 | 227 | 866
3_3_place_gp | -1580 | 224 | 866
2_1_floorplan | 0 | 154 | 372
-- layer usage --
metal / global-route usage / vias up / part of all wire
met3: 0.0170 / 0 / 0.091
met5: 0 / - / 0
met1: 0.0339 / 134 / 0.53
met2: 0.0393 / 15 / 0.38
met4: 0.00528 / 0 / 0
li1: - / 156 / -
-- power breakdown --
group / internal [uW] / total, uW / switching (uW)
clock network: 89.2 / 129 / 40.1
logic: 76.7 / 109 / 32.7
registers: 112 / 122 / 9.48
-- cell families after synthesis --
kind of cell           count (synthesis)  share of synthesized area
AND/OR/NAND/NOR                       17                      0.437
AND-OR/OR-AND                          4                     0.0955
flip-flops                             4                      0.322
buffers and inverters                  3                     0.0753
XOR/XNOR                               2                     0.0704
-- cells in the mapped netlist --
cell	n	area share
o21ai_0	2	0.040
inv_1	1	0.015
and2_2	1	0.030
dfxtp_1	4	0.32
nand3b_1	1	0.030
nand3_1	1	0.020
nor2b_1	6	0.15
or3_1	3	0.075
a21oi_2	1	0.035
xnor2_1	2	0.070
nor4b_1	1	0.035
and3_1	2	0.050
buf_4	2	0.060
a21oi_1	1	0.020
nor3b_1	1	0.030
nand2_1	1	0.015
-- critical path, stage by stage (launching register included) --
cell	delay, ps
dfxtp_2	330
buf_6	110
buf_6	100
or3_4	360
nand3b_1	110
buf_2	110
-- final timing paths --
check | slack [ps] | depth (start not counted) | endpoint | from
max | -150 | 5 | rd_data[6] | indexAdjustedReadAddress[0]$_SDFF_PP0_
min | 620 | 2 | indexAdjustedReadAddress[3]$_SDFF_PP0_ | rd_addr[3]
-- final cells by class --
class | count | area (um2)
Tap cell | 46 | 57.6
Multi-Input combinational cell | 23 | 205
Fill cell | 393 | 2840
Timing Repair Buffer | 26 | 199
Clock buffer | 3 | 22.5
Sequential cell | 4 | 90.1
Inverter | 1 | 3.75
-- repair_timing --
action                     CTS  global route
gates resized               45             1
setup buffers                3             0
setup endpoints to repair    8             8
pin swaps                    7             6
Power figures rest on the tool's default switching activity, not on a simulated workload.
