## flow/run.sh

```bash
#!/bin/bash
# OpenROAD 26Q1-2900-gdf79404cd8, Yosys 0.63+post, stock flow scripts
make -C /OpenROAD-flow-scripts/flow DESIGN_CONFIG=/design/flow/config.mk WORK_HOME=/design/flow/orfs finish
```

## flow/config.mk

```make
export PLATFORM = sky130hd
export DESIGN_NAME = MemoryMultiplexer
export DESIGN_NICKNAME = MemoryMultiplexer
export VERILOG_FILES = /design/flow/design.v
export SDC_FILE = /design/flow/constraint.sdc
export NUM_CORES = 4
export LEC_CHECK = 1
export CORE_AREA = 10 10 79 79
export DIE_AREA = 0 0 89 89
```

## flow/constraint.sdc

```tcl
current_design MemoryMultiplexer

set clk_period 1.9
set clk_io_pct 0.2

create_clock -name clk0 -period $clk_period [get_ports {clk}]

set non_clock_inputs [all_inputs -no_clocks]
set_input_delay [expr $clk_period * $clk_io_pct] -clock clk0 $non_clock_inputs
set_output_delay [expr $clk_period * $clk_io_pct] -clock clk0 [all_outputs]
```

## flow/design.v

```verilog
`default_nettype none
module MemoryMultiplexer(
    input wire logic            clk,
    input wire logic            reset,
    input wire logic    [7:0]   address_bus,
    input wire logic    [7:0]   readROMdata,
    input wire logic    [7:0]   readGRAMdata,
    input wire logic    [7:0]   readVRAMdata,
    output logic        [7:0]   data_out_bus,
    input wire logic            wr_en,
    output logic                wr_en_GRAM,
    output logic                wr_en_VRAM
    );
    logic               [7:0]   addressRegister [2];
    logic               [15:0]  fullAddress;
    always_ff @(posedge clk) begin
        if (reset) begin
            addressRegister[0] <= 0;
            addressRegister[1] <= 0;
        end else begin
            addressRegister[0] <= address_bus;
            addressRegister[1] <= addressRegister[0];
        end
    end
    assign fullAddress = {addressRegister[1], addressRegister[0]};
    always_comb begin
        wr_en_GRAM = 0;
        wr_en_VRAM = 0;
        data_out_bus = 'X;
        if (fullAddress < 16'hc800) begin    
            data_out_bus = readROMdata;
        end else if (fullAddress < 16'he8A5) begin    
            data_out_bus = readGRAMdata;
            wr_en_GRAM = wr_en;
        end else begin
            data_out_bus = readVRAMdata;
            wr_en_VRAM = wr_en;
        end
    end
endmodule
```

==> results.sh <==
# flow metrics
export IMPL_p_switching_mw=0.155
export IMPL_ys_seq_share=0.390
export IMPL_synthDistinctLibCells=24
export IMPL_final_antenna_net_count=0
export IMPL_power_density_mw_per_mm2=504
export IMPL_synth_logic_top_family="AND-OR/OR-AND gates"
export IMPL_final_cell_mix="clkdlybuf4s50_1 (34), nor2b_1 (16), dfxtp_1 (16)"
export IMPL_coreArea_sq_mm=0.00466
export IMPL_cts_reportedPaths_clkPinSlew_ps=50
export IMPL_synth_main_ff_cell="dfxtp_1"
export IMPL_setup_slack_ps=-114
export IMPL_slew_headroom=0.678
export IMPL_openroad_warnings=27
export IMPL_wl_met1_microns=1110
export IMPL_synthCells=93
export IMPL_path_buffers=3
export IMPL_syn_avg_cell_area_sq_um=8.83
export IMPL_yosys_cells=93
export IMPL_pwr_share_seq=0.469
export IMPL_grt_start_max_net_pins=18
export IMPL_crit_cells=7
export IMPL_highest_layer="met3"
export IMPL_failed_checks="setup timing"
export IMPL_die_w_microns=89
export IMPL_syn_to_final_growth_pct=85.4
export IMPL_vias=869
export IMPL_clock_path_buffers=2
export IMPL_ios=45
export IMPL_cp_end_kind="output pin"
export IMPL_detail_route_iter0_violations=21
export IMPL_p_clk_frac=0.305
export IMPL_critPathMaxFanout=7
export IMPL_p_comb_frac=0.225
export IMPL_cts_hold_buf=0
export IMPL_numClockSinks=16
export IMPL_crit_type="register to output pin"
export IMPL_min_period_over_period=1.06
export IMPL_arrival_ps=1630
export IMPL_status="finished with violations"
export IMPL_synth_edff_count=0
export IMPL_leakage_nw=0.596
export IMPL_htreeDepth=1
export IMPL_vias_per_cell=4.28
export IMPL_cp_slowest_cell="o31a_1"
export IMPL_hpwl_microns=1870
export IMPL_grt_antenna_before_repair=0
export IMPL_cts_tree="done"
export IMPL_reg_largest_list="addressRegister: 16 flops"
export IMPL_fp_row_count=25
export IMPL_regToRegStartpoint="addressRegister[0][6]"
export IMPL_cp_common_cell="buf_6"
export IMPL_regMostFlops="addressRegister"
export IMPL_yosysWarnings=2
export IMPL_drive_above_1_share=0.309
export IMPL_synth_seq_cells=16
export IMPL_worstReg2RegEnd="addressRegister[1][6]"
export IMPL_gp_congestion=0.837
export IMPL_required_ps=1520
export IMPL_p_int_mw=0.611
export IMPL_max_freq_mhz=497
export IMPL_min_period_ps=2010
export IMPL_track_usage=0.0609
export IMPL_die_area_sq_mm=0.00792
export IMPL_place_ws_ps=-328
export IMPL_fillers=477
export IMPL_dr_pass1_iters=2
export IMPL_ys_sh_adder=0
export IMPL_insertion_delay_ps=240
export IMPL_largest_reg_flops=16
export IMPL_layout_top_cell="clkdlybuf4s50_1"
export IMPL_cap_violations=0
export IMPL_min_path_type="register to register"
export IMPL_maxSlewViolCount=0
export IMPL_yosys_area_sq_um=821
export IMPL_p_sw_frac=0.203
export IMPL_grt_pass1_wl_microns=3890
export IMPL_numCtsBuffers=3
export IMPL_overflow=0
export IMPL_rr_worst_depth=1
export IMPL_holdWs_ps=458
export IMPL_wl_met3_microns=320
export IMPL_drt_total_wl_microns=2500
export IMPL_rsz0062_at_grt="true"
export IMPL_hold_viol=0
export IMPL_initial_utilization=0.176
export IMPL_mux_share=0
export IMPL_startpoint_type="register"
export IMPL_numPortBuffers=44
export IMPL_n_antenna_cell=0
export IMPL_grt_pass1_vias=847
export IMPL_ff2ff_setup_slack_ps=1330
export IMPL_finClkSkew_ps=0.767
export IMPL_cts_root_buf="clkbuf_8"
export IMPL_yosys_area_share_aoi=0.293
export IMPL_synth_simple_area_share=0.264
export IMPL_wl_per_cell_microns=12.3
export IMPL_worst_slew_pin_slew_ps=482
export IMPL_worst_ir_drop_vdd_uv=397
export IMPL_die_y_microns=89
export IMPL_ys_sh_xor=0
export IMPL_async_flop_share=0
export IMPL_wl_met2_microns=1070
export IMPL_crit_end="data_out_bus[0]"
export IMPL_drc=0
export IMPL_path_cells="o31a_1, buf_6, buf_6, nor3b_4, a22oi_2, a31oi_1, buf_2"
export IMPL_syn_area_sq_um=821
export IMPL_path_delay_family="AND-OR/OR-AND gates"
export IMPL_critPathMaxStageDelay_ps=320
export IMPL_setup_violations=8
export IMPL_crit_path_start="addressRegister[1][2]"
[per-stage QoR]
step	cell area [sq um]	utilization	power, mW	instances	setup TNS, ps
2_1_floorplan	821	-	0.417	93	0
3_3_place_gp	1350	0.290	0.518	191	-2470
3_5_place_dp	1350	0.290	0.518	191	-2560
4_1_cts	1490	0.319	0.769	202	-1100
5_1_grt	1520	0.326	0.803	203	-1530
6_report	1520	0.326	0.767	203	-779
[cells by family (layout without fill, tap and decap cells)]
| group | after synthesis | after routing |
|---|---|---|
| flops | 16 | 16 |
| simple gates | 37 | 37 |
| compound gates | 33 | 33 |
| buf+inv | 7 | 63 |
[worst min path at each step]
stage / startpoint / endpoint / slack, ps / cells past startpoint
6_report: addressRegister[0][2] / addressRegister[1][2] / 460 / 1
5_1_grt: addressRegister[0][0] / addressRegister[1][0] / 470 / 1
4_1_cts: addressRegister[0][2] / addressRegister[1][2] / 460 / 1
[routing by layer]
metal / GRT usage / vias up
met5: 0 / -
met4: 0.00723 / 0
met3: 0.0257 / 0
met2: 0.0951 / 33
met1: 0.0794 / 377
li1: - / 459
[repair_timing]
item	in CTS	in global routing
resized	50	6
buffers inserted	8	1
pin swaps	28	15
setup endpoints to repair	10	10
[power by group through the flow]
| stage | clock (mW) | combinational [mW] | sequential, mW |
|---|---|---|---|
| finish | 0.234 | 0.173 | 0.360 |
| global route | 0.252 | 0.189 | 0.362 |
| CTS | 0.242 | 0.167 | 0.359 |
[synthesized netlist by cell type, drive strengths merged, types with 3 or more instances]
master  instances  area, sq um
nor2            9         33.8
nor2b          16          100
clkbuf          3         12.5
buf             4         31.3
a22oi           8         60.1
o21ai           3         18.8
o211ai          8         60.1
dfxtp          16          320
a31oi           8         50.1
nor3b           8         60.1
[area by class of cell]
class / instances / area (sq um) / area share
timing repair buffer: 60 / 549 / 0.361
sequential: 16 / 320 / 0.211
tap: 54 / 67.6 / 0.0444
clock buffer: 3 / 41.3 / 0.0271
multi-input combinational: 70 / 543 / 0.357
Power is estimated from default activity; no workload was simulated.
